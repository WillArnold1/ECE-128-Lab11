[./constraint.sdc]
current_design RAM1

set clk_period 4.6
set clk_io_pct 0.2

create_clock -name clk0 -period $clk_period [get_ports {clk}]

set non_clock_inputs [all_inputs -no_clocks]
set_input_delay [expr $clk_period * $clk_io_pct] -clock clk0 $non_clock_inputs
set_output_delay [expr $clk_period * $clk_io_pct] -clock clk0 [all_outputs]
[./config.mk]
export PLATFORM = sky130hd
export DESIGN_NAME = RAM1
export DESIGN_NICKNAME = RAM1
export VERILOG_FILES = /design/flow/design.v
export SDC_FILE = /design/flow/constraint.sdc
export NUM_CORES = 4
export LEC_CHECK = 1
export CORE_UTILIZATION = 40
[./design.v]
`timescale 1ns / 1ps
module RAM1 (
  input  clk,           
  input  rst,           
  input  [2:0] addr,    
  input wire [7:0] data_in,  
  input  read_en,       
  input  write_en,      
  output reg [7:0] data_out  
);
  reg [7:0] memory [7:0];
  integer i;
  always @(posedge clk) begin
    if (rst) begin
      for ( i = 0; i < 8; i = i + 1) begin
        memory[i] <= 8'b0;
      end
    end 
    else begin
      if (read_en) begin
        data_out <= memory[addr];
      end
      if (write_en) begin
        memory[addr] <= data_in;
      end
    end
  end
endmodule
[./run.sh]
#!/bin/bash
# OpenROAD 26Q1-2900-gdf79404cd8, Yosys 0.63+post, stock flow scripts
make -C /OpenROAD-flow-scripts/flow DESIGN_CONFIG=/design/flow/config.mk WORK_HOME=/design/flow/orfs finish
==> reports/metrics.csv <==
metric,value,unit
status,"complete, no violations",
io_pins,23,
dp_hpwl,4467,um
num_rows,32,
wl_per_cell,18.79,um
grt_pass1_vias,1847,
setup_viol,0,
ctsLongestPathBuffers,2,
required,4660,ps
grt_pass1_wl,10310,um
numPortBuffers,22,
yosysMostFrequentCell,edfxtp_1,
ys_sh_simple,18.50,%
initCoreUtil,41.70,%
synthToLayoutAreaGrowth,17.73,%
crit_type,input port to flop,
fmax,381.4,MHz
grt_overflow,0,
topCombFamilyByArea,simple AND/OR/NAND/NOR gates,
pre_cts_ws,1597,ps
startpoint_type,input port,
cp_data_arrival_time,2680,ps
drt-total-wl,6670,um
cts-root-buf,clkbuf_8,
worst_pin_slew,725.4,ps
yosysTopAreaCellShare,66.74,%
ctsResizeCount,0,
antennaDiodeCount,0,
ys_seq_share,66.74,%
synth-async-reset-ratio,0,%
warnings,25,
ys_sh_adder,0,%
top_cells_by_area,"edfxtp_1 (67%), and2_1 (12%), mux4_2 (9.0%), nand2_1 (2.1%), mux2i_1 (1.2%)",
setup_slack,1978,ps
ys_ff,72,
synthXorXnorAreaFrac,0,%
numCtsBuffers,9,
track_usage,18.26,%
insertion_delay,340,ps
maxCapViolations,0,
synth.avg_cell_area,15.21,sq um
path_max_fanout,17,
logic_area,1021,sq um
setup_tns,0,ps
yosys-top-cells-count,"edfxtp_1 (72), and2_1 (64), nand2_1 (18)",
syn_inst,213,
cts.clk_slew.worst_paths,70,ps
drt-pass1-iter-count,4,
rsz0062_at_grt,false,
antenna_left,0,
netlist_area,3239,sq um
die_h,91.99,um
hold_path_class,flop to flop,
report.final.slew_viol_count,0,
final.min_clock_period,2622,ps
layout_worst_path_cycle_share,56.99,%
top_area_cell,edfxtp_1,
timing_hold_violations_final,0,
first_iter_violations,46,
edf_count,72,
post-cts-setup-buffers,0,
p_leak,1.347,nW
cts.sink_count,72,
die-area,8462,sq um
holdWs,682.9,ps
die_x,91.99,um
yosysWarnings,1,
gp_congestion,0.8304,
fin_skew,4.930,ps
ys_chip_area,3239,sq um
htreeDepth,3,
worstSetupEndpointType,flop,
power_density,369.0,nW/um^2
muxShareOfSynthArea,10.62,%
ys.flop_type,edfxtp_1,
peakVddDrop,0.1639,mV
cts_tree,yes,
routed_via_density,5.087,
route.detailed.drc,0,
ff_latch_area,2162,sq um
relSlewSlack,51.54,%
core_area,7767,sq um
antenna_found_initial,0,
via_count,1806,
compound_area_share,2.395,%
nFillCells,674,
ys_types,25,
grt_max_degree,23,
yosys_cells,213,
drive_gt1_share,17.79,%
cts_hold_buf,0,
-- final timing paths --
| check | to | start | cells after the start | slack [ps] |
|---|---|---|---|---|
| worst max-delay path | memory[2][3] | addr[2] | 6 | 1980 |
| worst max register to register | data_out[4] | memory[4][4] | 2 | 3240 |
| worst min-delay path | data_out[0] | memory[5][0] | 2 | 680 |
| worst min register to register | data_out[0] | memory[5][0] | 2 | 680 |
-- per-layer routing --
metal  share of wire [%]  global-route usage [%]
met5                   0                       0
met3                  10                   8.692
met2                  47                   26.62
met1                  41                   27.67
met4                 2.3                   3.516
-- state kept, by name (all words and copies together), names as in the netlist --
signal and flops:
data_out 8, memory 64
-- where the power goes --
group          switching, mW  internal (mW)
registers             0.0112          0.764
clock network          0.217          0.298
logic                 0.0623         0.0547
total                  0.291           1.12
-- critical path, stage by stage --
cell             delay, ps
clkdlybuf4s50_1        400
buf_4                  210
inv_1                  220
nand3_4                160
o21ai_0                520
buf_4                  250
-- cells by family (layout without fill, tap and decap cells) --
kind of cell,count (synthesis),after routing
buffers and inverters,10,50
AOI/OAI and AO/OA,13,13
and+or+nand+nor,100,100
DFF,72,72
muxes,18,18
-- through the flow --
stage               std cells  total power, mW  utilization [%]  area, sq um
floorplan                 213           0.8505                -         3239
global placement          340           0.9073            46.52         3613
detailed placement        340           0.9076            46.52         3613
CTS                       355            1.418            49.10         3814
global route              355            1.457            49.10         3814
finish                    355            1.407            49.10         3814
-- cell type report --
| type | count | area share, % |
|---|---|---|
| inverters | 4 | 0.3937 |
| repair buffers | 31 | 7.546 |
| flip-flops and latches | 72 | 56.69 |
| clock buffers | 10 | 3.346 |
| multi-input cells | 131 | 26.77 |
| well taps | 102 | 3.346 |
| clock inverters | 5 | 1.903 |
-- cells in the final DEF, fill, tap and decap left out, types with 2 or more instances in the layout --
cell type / count
mux2i_1: 4
inv_1: 4
clkinv_1: 2
and2_1: 64
nor2_1: 4
mux4_2: 13
nor2b_1: 2
bufinv_16: 2
clkdlybuf4s50_1: 22
edfxtp_1: 72
nand2_1: 18
o21ai_0: 8
buf_4: 9
nand2b_1: 2
clkbuf_8: 9
or2_2: 2
nor2_2: 4
No activity file was given, so power comes from the tool's default toggle rates.
