File: ./config.mk
export PLATFORM = sky130hd
export DESIGN_NAME = Multiplier_Combinational
export DESIGN_NICKNAME = Multiplier_Combinational
export VERILOG_FILES = /design/flow/design.v
export SDC_FILE = /design/flow/constraint.sdc
export NUM_CORES = 4
export LEC_CHECK = 1
export CORE_AREA = 10 10 70 70
export DIE_AREA = 0 0 80 80
File: ./constraint.sdc
current_design Multiplier_Combinational

set clk_period 3.4
set clk_io_pct 0.2

create_clock -name clk0 -period $clk_period

set non_clock_inputs [all_inputs -no_clocks]
set_input_delay [expr $clk_period * $clk_io_pct] -clock clk0 $non_clock_inputs
set_output_delay [expr $clk_period * $clk_io_pct] -clock clk0 [all_outputs]
File: ./design.v
`timescale 1ns / 1ps
module Multiplier_Combinational(a,b,p); 
input [3:0] a,b;
wire [3:0]m0;
wire [4:0]m1;
wire [5:0]m2;
wire [6:0]m3;
wire [7:0] s1,s2,s3;
output [7:0] p;
assign m0 = {4{a[0]}} & b[3:0];
assign m1 = {4{a[1]}} & b[3:0];
assign m2 = {4{a[2]}} & b[3:0];
assign m3 = {4{a[3]}} & b[3:0];
assign s1 = m0+ (m1<<1);
assign s2 = s1+ (m2<<2);
assign s3 = s2+ (m3<<3);
assign p = s3;
endmodule
File: ./run.sh
#!/bin/bash
# OpenROAD 26Q1-2900-gdf79404cd8, Yosys 0.63+post, stock flow scripts
make -C /OpenROAD-flow-scripts/flow DESIGN_CONFIG=/design/flow/config.mk WORK_HOME=/design/flow/orfs finish
==> design notes <==
Across all layers, the routed design uses 376 vias. The sequential cells in the finished layout cover a total of 0 sq um. The tools report the minimum setup slack in the final design as -0.3574 ns. After synthesis, the design contains 42 cells according to Yosys. The initialized floorplan defines 21 standard-cell rows.

The buffer_ports step reported a buffer count of 16. The number of sequential cells reported for the layout is 0. The routed design has 1008 um of wire. Initial antenna violation count: 0. The region available for standard cell placement spans 3416 sq um. Per the OpenROAD floorplan log, the area of the die is 6400 sq um.

The run gives 0 for the max-cap violation count. Setup repair after global routing could not meet its margin everywhere. Per the timing report, the biggest fanout along the worst path comes to 2. The checks that failed: negative setup slack. After detailed placement, the total cell area comes to 648.1 sq um. According to the floorplan report, the die height is 80 um. The largest net degree at the start of global routing was 5; the post-synthesis chip area from yosys was 385.4 sq um. With the final core area utilization at 0.1993, the number of unique standard cell types used by synthesis is 10. Per the final timing report, the hold violations number 0.

The flow ran to the end, but the final reports show violations. Type of the tightest min-delay check: in2out. The number of global-route vias before repair is 374, and the slew of the pin with the lowest slew margin is 0.1273 ns.

Total standard cell area after synthesis: 385.4 sq um. The final cell count without fillers is 113, and the final antenna diode count is 0. For the DRC violation count after routing, the log shows 0. Endpoints with negative setup slack in the final report add up to 4. In the placement report, post-DP HPWL is listed as 849.7 um. With the final tally of max-slew violations at 0, the wire length of the first global-routing pass is 1725 um.

The number of instances in the synthesized netlist was 42; the combined area of the multi-input logic cells was 411.6 sq um. The global routing usage summed across all routing layers is 0.03268, and the sequential fraction of the synthesis area is 0. The worst setup path is launched from a primary input. Per the run report, area growth between synthesis and finish was 76.62%. The tally of OpenROAD warnings works out to 35. Per the gpl log, the routability congestion estimate is 0.7324. The tools report the critical hold path startpoint as b[3].

The finished layout cell area was 680.7 sq um. Overall power consumption after layout is estimated at 0.0001041 W. Before CTS, the worst setup slack after placement is -1.180 ns. The run gives 0 for the final global-route overflow total. The total power divided by cell area works out to 153.0 nW/um^2.

Yosys warning count: 0. Number of detailed-routing iterations run before antenna repair: 3. The launch point of the critical path was reported as a[1]. For this design the static power due to leakage is 0.3526 nW. The run gives 3.327 for the via-per-instance ratio.

Counting the clock-network buffers in the layout gives 0. The run gives 1.105 for the share of the clock period used by the worst path after layout. The number of instances in the placed design is 109. The worst hold path was traced through 5 stages. The worst ir drop on vdd is 0.05490 mV.

The run gives 0.1128 as the initial core utilization. The post-layout minimum cycle time works out to 3.757 ns. Type of element capturing the critical path: a primary output. For the worst setup path, the data arrival time is 3.08 ns. The violation tally recorded at the end of detailed-routing iteration 0 is 21. The required time at the worst-slack endpoint is 2.72 ns, and the die width is 80 um. Share of layout cells above drive strength 1: 0.4478.

Worst max-slew margin expressed relative to the limit: 0.9145. The tools report the count of antenna-violating nets left after detailed routing as 0. The critical path is of the in2out type.

For reference, the post-synthesis area per instance comes to 9.175 sq um. The mean routed wirelength per cell was 8.920 um; the number of fill cells in the layout was 397. The logs give 0.2661 GHz for the highest clock rate and 16 for the top-level port count. By instance count after routing, the leading logic cell types are sky130_fd_sc_hd__and2_1 (9), sky130_fd_sc_hd__buf_4 (9), sky130_fd_sc_hd__ha_1 (8).
-- what timing repair did --
| item | CTS | global route |
|---|---|---|
| setup endpoints to repair | 5 | 4 |
| gates resized | 51 | 3 |
| buffers inserted | 2 | 2 |
| hold buffers | 0 | 0 |
| pin swaps | 13 | 8 |
| hold endpoints to repair | 0 | 0 |
-- synthesized netlist by cell type --
cell type / n / share of area
sky130_fd_sc_hd__and2_1: 12 / 0.19
sky130_fd_sc_hd__ha_1: 10 / 0.32
sky130_fd_sc_hd__fa_1: 5 / 0.26
sky130_fd_sc_hd__inv_1: 4 / 0.039
sky130_fd_sc_hd__nand2_1: 4 / 0.039
sky130_fd_sc_hd__a21o_1: 2 / 0.039
sky130_fd_sc_hd__a21oi_2: 1 / 0.023
sky130_fd_sc_hd__xor2_1: 1 / 0.023
sky130_fd_sc_hd__xnor2_1: 2 / 0.045
sky130_fd_sc_hd__a21oi_1: 1 / 0.013
-- per-layer routing --
layer,global-route usage,vias to the layer above,part of all wire
met4,0,0,0
met1,0.05600,177,0.56
met2,0.03371,13,0.30
met5,0,-,0
li1,-,186,-
met3,0.01705,0,0.13
-- path summary, 6_finish.rpt --
kind                to
setup / recovery  p[7]
hold / removal    p[7]
-- where the power goes --
part	switching [W]	internal, W	total, W
registers	0	0	0
logic	0.0000405	0.0000636	0.000104
clock network	0	0	0
-- metrics by stage --
step	setup TNS [ns]	hold slack, ns
3_3_place_gp	-4.397	2.391
4_1_cts	-0.9446	1.935
6_report	-0.8591	1.925
5_1_grt	-1.224	1.998
2_1_floorplan	-0.07959	1.432
3_5_place_dp	-4.428	2.410
-- layout make-up --
| class | instances | share of cell area |
|---|---|---|
| multi-input cells | 38 | 0.6048 |
| repair buffers | 25 | 0.2886 |
| well taps | 46 | 0.08456 |
| inverters | 4 | 0.02206 |
-- cell families after synthesis --
family / count (synthesis) / synth area share
xor+xnor: 3 / 0.06819
compound gates: 4 / 0.07466
simple gates: 16 / 0.2337
fa+ha+maj: 15 / 0.5844
buf+inv: 4 / 0.03895
-- worst max-delay path, stage by stage --
cell	delay (ns)
sky130_fd_sc_hd__buf_8	0.10
sky130_fd_sc_hd__and2_4	0.15
sky130_fd_sc_hd__fa_1	0.53
sky130_fd_sc_hd__inv_1	0.05
sky130_fd_sc_hd__fa_1	0.49
sky130_fd_sc_hd__inv_2	0.05
sky130_fd_sc_hd__ha_4	0.16
sky130_fd_sc_hd__fa_2	0.36
sky130_fd_sc_hd__a21o_1	0.17
sky130_fd_sc_hd__a21oi_2	0.12
sky130_fd_sc_hd__xnor2_1	0.12
sky130_fd_sc_hd__buf_2	0.11
Power is estimated from default activity; no workload was simulated.
